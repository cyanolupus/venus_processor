### ./run.sh
#!/bin/bash
# OpenROAD 26Q1-2900-gdf79404cd8, Yosys 0.63+post, stock flow scripts
make -C /OpenROAD-flow-scripts/flow DESIGN_CONFIG=/design/flow/config.mk WORK_HOME=/design/flow/orfs finish
### ./config.mk
export PLATFORM = sky130hd
export DESIGN_NAME = branch_target_buffer
export DESIGN_NICKNAME = branch_target_buffer
export VERILOG_FILES = /design/flow/design.v
export SDC_FILE = /design/flow/constraint.sdc
export NUM_CORES = 4
export LEC_CHECK = 1
export CORE_UTILIZATION = 30
export SYNTH_HDL_FRONTEND = slang
### ./constraint.sdc
current_design branch_target_buffer

set clk_period 2.0
set clk_io_pct 0.2

create_clock -name clk0 -period $clk_period [get_ports {clk}]

set non_clock_inputs [all_inputs -no_clocks]
set_input_delay [expr $clk_period * $clk_io_pct] -clock clk0 $non_clock_inputs
set_output_delay [expr $clk_period * $clk_io_pct] -clock clk0 [all_outputs]
### ./design.v
module branch_target_buffer (
    clk, reset,
    v_i, v_o,
    delete_i,
    pred_id_i, branch_id_i,
    pc_i, branch_addr_i,
    pc_o, branch_addr_o);
    parameter integer WORD = 32;
parameter integer ADDR = 16;
parameter integer LEN = 65535;
parameter integer W_OPR = 32;
parameter integer W_OPC = 7;
parameter integer W_RD = 4;
parameter integer W_IMM = 16;
parameter integer W_CC = 3;
parameter integer W_BRID = 2;
parameter integer BTB_S = 4;
parameter integer REG_S = 16;
parameter integer W_FLAGS = 4;
parameter integer F_CRRY = 0;
parameter integer F_ZERO = 1;
parameter integer F_SIGN = 2;
parameter integer F_OVRF = 3;
parameter integer W_EXEC = 4;
parameter integer W_SELECT = 3;
parameter integer WRSV = 0;
parameter integer SIGN = 1;
parameter integer IMMF = 2;
parameter integer LSTF = 3;
parameter integer BRF = 4;
parameter integer HLTF = 5;
parameter integer D_INFO = 6 + W_EXEC + W_SELECT;
parameter integer ADD = 4'b0000;
parameter integer MUL = 4'b0001;
parameter integer DIV = 4'b0010;
parameter integer CMP = 4'b0011;
parameter integer ABS = 4'b0100;
parameter integer SHT = 4'b0110;
parameter integer ROT = 4'b0111;
parameter integer LGC = 4'b1000;
parameter integer SET = 4'b1001;
parameter integer NOP = 4'b1111;
    function [W_OPR -1: 0] select2from4;
    input [1:0] select;
    input [W_OPR -1: 0] data0, data1, data2, data3;
    case (select)
        2'b00: select2from4 = data0;
        2'b01: select2from4 = data1;
        2'b10: select2from4 = data2;
        2'b11: select2from4 = data3;
    endcase
endfunction
    input clk, reset;
    input v_i;
    output v_o;
    input delete_i;
    input [W_BRID -1: 0] pred_id_i;
    input [W_BRID -1: 0] branch_id_i;
    input [ADDR -1: 0] pc_i;
    input [ADDR -1: 0] branch_addr_i;
    output [ADDR -1: 0] pc_o;
    output [ADDR -1: 0] branch_addr_o;
    reg [ADDR + ADDR -1: 0] table0_r;
    reg [ADDR + ADDR -1: 0] table1_r;
    reg [ADDR + ADDR -1: 0] table2_r;
    reg [ADDR + ADDR -1: 0] table3_r;
    reg v0_r, v1_r, v2_r, v3_r;
    wire [ADDR + ADDR -1: 0] branch_table_select;
    assign branch_table_select = select2from4(branch_id_i, table0_r, table1_r, table2_r, table3_r);
    assign v_o = select2from4(branch_id_i, v0_r, v1_r, v2_r, v3_r);
    assign pc_o = branch_table_select[ADDR + ADDR -1: ADDR];
    assign branch_addr_o = branch_table_select[ADDR -1: 0];
    always @(posedge clk or negedge reset) begin
        if (~reset) begin
            table0_r <= 0;
            table1_r <= 0;
            table2_r <= 0;
            table3_r <= 0;
            v0_r <= 0;
            v1_r <= 0;
            v2_r <= 0;
            v3_r <= 0;
        end else begin
            if (v_i) begin
                case (pred_id_i)
                    2'b00: begin
                        table0_r <= {pc_i, branch_addr_i};
                        v0_r <= 1;
                    end
                    2'b01: begin
                        table1_r <= {pc_i, branch_addr_i};
                        v1_r <= 1;
                    end
                    2'b10: begin
                        table2_r <= {pc_i, branch_addr_i};
                        v2_r <= 1;
                    end
                    2'b11: begin
                        table3_r <= {pc_i, branch_addr_i};
                        v3_r <= 1;
                    end
                    default: begin
                        table0_r <= 0;
                        table1_r <= 0;
                        table2_r <= 0;
                        table3_r <= 0;
                        v0_r <= 0;
                        v1_r <= 0;
                        v2_r <= 0;
                        v3_r <= 0;
                    end
                endcase
            end
        end
    end
endmodule
==> impl_metrics.xml <==
<?xml version="1.0" encoding="UTF-8"?>
<metrics>
  <group name="run_status">
    <metric name="status" unit="">complete, no violations</metric>
  </group>
  <group name="routing">
    <metric name="wirelength" unit="mm">12.1</metric>
    <metric name="count_of_vias_placed_by_the_detailed_router" unit="">3166</metric>
    <metric name="via_per_inst" unit="">4.78</metric>
    <metric name="wire_per_inst" unit="um">18.3</metric>
    <metric name="antennaDiodeCount" unit="">0</metric>
    <metric name="postRouteAntennaNets" unit="">0</metric>
    <metric name="firstDrtPassIters" unit="">4</metric>
    <metric name="drcViolationCount" unit="">0</metric>
    <metric name="drt_iter0_drc" unit="">61</metric>
  </group>
  <group name="synth">
    <metric name="post_synthesis_average_cell_area" unit="um^2">17.8</metric>
    <metric name="synthCells" unit="">321</metric>
    <metric name="netlist_top_cells_area" unit="">dfrtp_1 58%, mux2_2 25%, mux4_2 13%</metric>
    <metric name="synth-async-reset-ratio" unit="">1.00</metric>
    <metric name="ys_seq_elements" unit="">132</metric>
    <metric name="synthDominantAreaCellType" unit="">dfrtp_1</metric>
    <metric name="ys.warnings.count" unit="">0</metric>
    <metric name="post-synth-top-count-cell" unit="">dfrtp_1</metric>
    <metric name="synth-edff-count" unit="">0</metric>
    <metric name="ff_type" unit="">dfrtp_1</metric>
    <metric name="yosys-top-cells-count" unit="">132 x dfrtp_1, 126 x mux2_2, 33 x mux4_2</metric>
    <metric name="yosys-stat-area" unit="mm^2">0.00572</metric>
    <metric name="synthesis.area" unit="mm^2">0.00572</metric>
    <metric name="synth.yosys.seq_area_share" unit="">0.578</metric>
    <metric name="post_synth_num_cell_types" unit="">13</metric>
    <metric name="synth.yosys.num_cells" unit="">321</metric>
    <metric name="yosysTopAreaCellShare" unit="">0.578</metric>
  </group>
  <group name="layout">
    <metric name="drive_above_1_share" unit="">0.517</metric>
    <metric name="nFillCells" unit="">1618</metric>
    <metric name="logic_area" unit="mm^2">0.00226</metric>
    <metric name="sequential_cell_area" unit="mm^2">0.00330</metric>
    <metric name="post_layout_nonfiller_instances" unit="">663</metric>
    <metric name="area_grow_syn2layout" unit="%">33.0</metric>
  </group>
  <group name="cts">
    <metric name="clkTransAtPathRegs" unit="ps">50</metric>
    <metric name="cts.htree.levels" unit="">4</metric>
    <metric name="cts-root-to-sink-buffers" unit="">2</metric>
    <metric name="cts_num_sinks" unit="">132</metric>
    <metric name="inserted_clock_buffers" unit="">17</metric>
    <metric name="clk-insertion-delay-late" unit="ps">410</metric>
    <metric name="tritoncts" unit="">yes</metric>
    <metric name="cts-root-buf" unit="">clkbuf_16</metric>
  </group>
  <group name="grt">
    <metric name="groute.layer.met2.usage" unit="">0.216</metric>
    <metric name="grt.met1_usage" unit="">0.196</metric>
    <metric name="grtUsageMet3" unit="">0.0397</metric>
    <metric name="first_pass_grt_wire_length" unit="mm">19.5</metric>
    <metric name="grt_antenna_before_repair" unit="">0</metric>
    <metric name="grt_busiest_layer" unit="">met2</metric>
    <metric name="grt_start_max_net_pins" unit="">59</metric>
    <metric name="global_route.overflow_total" unit="">0</metric>
    <metric name="all_layer_global_routing_usage" unit="">0.136</metric>
    <metric name="number_of_global_route_vias_before_repair" unit="">3527</metric>
  </group>
  <group name="die">
    <metric name="initCoreUtil" unit="">0.306</metric>
    <metric name="placement_rows" unit="">50</metric>
    <metric name="dieArea" unit="mm^2">0.0196</metric>
    <metric name="floorplan.die.width" unit="um">140</metric>
    <metric name="chipHeight" unit="um">140</metric>
    <metric name="ioPinCount" unit="">73</metric>
    <metric name="fp.coreArea" unit="mm^2">0.0187</metric>
  </group>
  <group name="timing">
    <metric name="worst_max_slew_pin_slew" unit="ps">285</metric>
    <metric name="setup_violations" unit="">0</metric>
    <metric name="fin_worst_hold_slack" unit="ps">425</metric>
    <metric name="clock_skew" unit="ps">0</metric>
    <metric name="finalCritPeriodShare" unit="">0.971</metric>
    <metric name="relSlewSlack" unit="">0.810</metric>
    <metric name="fin_crit" unit="ps">1940</metric>
    <metric name="max_clock_freq" unit="MHz">515</metric>
    <metric name="rsz0062_at_grt" unit="">false</metric>
    <metric name="hold_viol" unit="">0</metric>
    <metric name="final_max_slew_viol_count" unit="">0</metric>
  </group>
  <group name="placed_design">
    <metric name="detailed_place_hpwl" unit="mm">7.55</metric>
    <metric name="placedCellCount" unit="">623</metric>
    <metric name="port-buffer-count" unit="">71</metric>
    <metric name="place.gp.congestion" unit="">0.714</metric>
  </group>
  <group name="run">
    <metric name="warning_count" unit="">27</metric>
    <metric name="drv_cap" unit="">0</metric>
  </group>
  <group name="critical_path">
    <metric name="worst_setup_path_start_kind" unit="">flop</metric>
    <metric name="cp-end-kind" unit="">primary output</metric>
    <metric name="critical_path.top_delay_family" unit="">multiplexers</metric>
    <metric name="setup.worst_path.class" unit="">reg -&gt; out</metric>
    <metric name="list_of_cells_traversed_by_the_critical_path" unit="">mux4_2 &gt; dlygate4sd2_1</metric>
    <metric name="worstPathBufferInverterCount" unit="">1</metric>
    <metric name="critical_path.max_stage_delay" unit="ps">480</metric>
    <metric name="timing.critical_path.arrival" unit="ps">1540</metric>
    <metric name="timing.critical_path.fanout_max" unit="">2</metric>
    <metric name="critical_path_rt" unit="ps">1600</metric>
    <metric name="worst_path_max_delay_cell" unit="">mux4_2</metric>
  </group>
  <group name="power">
    <metric name="cellLeakagePower" unit="nW">3.18</metric>
    <metric name="combinational_fraction_of_design_power" unit="">0.159</metric>
    <metric name="worst_ir_drop_vdd" unit="V">0.000726</metric>
    <metric name="power_density" unit="mW/mm^2">1070</metric>
    <metric name="internal-power" unit="W">0.00643</metric>
    <metric name="switching_share" unit="">0.209</metric>
    <metric name="totalPowerFinal" unit="W">0.00813</metric>
    <metric name="clockPowerShare" unit="">0.424</metric>
    <metric name="net-switching-power" unit="W">0.00170</metric>
    <metric name="sequentialPowerShare" unit="">0.416</metric>
  </group>
  <group name="min_path">
    <metric name="min_path_type" unit="">in -&gt; async</metric>
  </group>
</metrics>
[power by group through the flow]
| stage | clock [W] | combinational [W] | sequential [W] |
|---|---|---|---|
| after CTS | 0.00353 | 0.00132 | 0.00339 |
| after global routing | 0.00363 | 0.00141 | 0.00345 |
| final | 0.00345 | 0.00129 | 0.00339 |
[cell families after synthesis]
family                 Yosys count  share of synthesized area
and+or+nand+nor                  8                     0.0133
DFF                            132                      0.578
buffers and inverters           20                     0.0271
muxes                          161                      0.382
[registers in the layout, indices dropped and copies added, names as in the netlist]
register,cells
table0_r,32
table1_r,32
table2_r,32
v0_r,1
table3_r,32
v3_r,1
v2_r,1
v1_r,1
[cells in the final DEF (no fill, tap or decap), drive strengths merged]
master         instances
dfrtp                132
mux2                 128
clkdlybuf4s50         35
mux4                  33
dlygate4sd2           33
buf                   28
clkbuf                23
bufinv                 5
nand2b                 3
nand3b                 2
clkinvlp               2
nor3b                  1
nand3                  1
or2                    1
clkinv                 1
dlygate4sd3            1
[routing by layer]
metal / wire [um] / share of wire / vias up
met5: 0 / 0 / -
met4: 176 / 0.015 / 0
met3: 700 / 0.058 / 14
met2: 5970 / 0.49 / 79
met1: 5260 / 0.43 / 1663
li1: - / - / 1410
[cell type report]
type | instances | share of cell area
clock inverters | 8 | 0.0224
clock buffers | 23 | 0.0655
repair buffers | 97 | 0.142
multi-input cells | 169 | 0.297
well taps | 234 | 0.0385
flip-flops and latches | 132 | 0.434
[per-stage QoR]
step                setup TNS (ps)  area [um^2]  setup WS, ps  utilization
CTS                              0         7570          41.3        0.405
detailed placement           -3710         6850          -149        0.366
global route                     0         7600          11.2        0.407
global placement             -3740         6850          -146        0.366
floorplan                        0         5720           336            -
finish                           0         7600          57.2        0.407
[path summary, 6_finish.rpt]
path / from / to / slack [ps] / cells past startpoint
setup / recovery: table3_r[27] / pc_o[11] / 60 / 2
hold / removal: reset / table1_r[23] / 420 / 2
setup reg to reg: table0_r[15] / table0_r[15] / 1110 / 2
hold reg to reg: v1_r / v1_r / 470 / 1
max in group asynchronous: reset / table2_r[17] / 1060 / 3
min in group clk0: v1_r / v1_r / 470 / 1
[repair_timing]
action,4_1_cts,5_1_grt
hold endpoints to repair,54,35
setup endpoints to repair,33,0
setup buffers,5,0
gates resized,37,0
Power is estimated from default activity; no workload was simulated.
