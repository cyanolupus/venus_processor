`design/flow/config.mk`:
```
export PLATFORM = sky130hd
export DESIGN_NAME = queue_instruction
export DESIGN_NICKNAME = queue_instruction
export VERILOG_FILES = /design/flow/design.v
export SDC_FILE = /design/flow/constraint.sdc
export NUM_CORES = 4
export LEC_CHECK = 1
export CORE_UTILIZATION = 40
export SYNTH_HDL_FRONTEND = slang
```
`design/flow/constraint.sdc`:
```
current_design queue_instruction

set clk_period 12.0
set clk_io_pct 0.2

create_clock -name clk0 -period $clk_period [get_ports {clk}]

set non_clock_inputs [all_inputs -no_clocks]
set_input_delay [expr $clk_period * $clk_io_pct] -clock clk0 $non_clock_inputs
set_output_delay [expr $clk_period * $clk_io_pct] -clock clk0 [all_outputs]
```
`design/flow/design.v`:
```
module queue_instruction (
    clk, reset,
    v_i, v_o,
    stall_i, stall_o,
    inst_i, inst_o,
    pc_i, pc_o, branch_i);
    parameter integer WORD = 32;
parameter integer ADDR = 16;
parameter integer LEN = 65535;
parameter integer W_OPR = 32;
parameter integer W_OPC = 7;
parameter integer W_RD = 4;
parameter integer W_IMM = 16;
parameter integer W_CC = 3;
parameter integer W_BRID = 2;
parameter integer BTB_S = 4;
parameter integer REG_S = 16;
parameter integer W_FLAGS = 4;
parameter integer F_CRRY = 0;
parameter integer F_ZERO = 1;
parameter integer F_SIGN = 2;
parameter integer F_OVRF = 3;
parameter integer W_EXEC = 4;
parameter integer W_SELECT = 3;
parameter integer WRSV = 0;
parameter integer SIGN = 1;
parameter integer IMMF = 2;
parameter integer LSTF = 3;
parameter integer BRF = 4;
parameter integer HLTF = 5;
parameter integer D_INFO = 6 + W_EXEC + W_SELECT;
parameter integer ADD = 4'b0000;
parameter integer MUL = 4'b0001;
parameter integer DIV = 4'b0010;
parameter integer CMP = 4'b0011;
parameter integer ABS = 4'b0100;
parameter integer SHT = 4'b0110;
parameter integer ROT = 4'b0111;
parameter integer LGC = 4'b1000;
parameter integer SET = 4'b1001;
parameter integer NOP = 4'b1111;
    input clk;
    input reset;
    input v_i;
    output v_o;
    input stall_i;
    output stall_o;
    input [WORD -1: 0] inst_i;
    output [WORD -1: 0] inst_o;
    input [ADDR -1: 0] pc_i;
    output [ADDR -1: 0] pc_o;
    input branch_i;
    reg [ADDR + WORD -1: 0] data0_r, data1_r;
    reg v0_r, v1_r;
    wire stall_1;
    wire stall_0;
    wire write_1;
    assign stall_1 = stall_i & v1_r;
    assign stall_0 = stall_1 & v0_r;
    assign write_1 = ~v0_r & ~stall_1;
    assign inst_o = data1_r[WORD -1:0];
    assign pc_o = data1_r[ADDR + WORD -1:WORD];
    assign v_o = v1_r;
    assign stall_o = stall_0;
    always @(posedge clk or negedge reset) begin
        if (~reset) begin
            data0_r <= 0;
            data1_r <= 0;
            v0_r <= 0;
            v1_r <= 0;
        end else begin
            if (branch_i) begin
                v0_r <= 0;
                v1_r <= 0;
            end else begin
                if (~v0_r & ~stall_1) begin
                    data1_r <= {pc_i, inst_i};
                    v1_r <= v_i;
                end else if (~stall_1) begin
                    data1_r <= data0_r;
                    v1_r <= v0_r;
                end
                if (~stall_0 & ~write_1) begin
                    data0_r <= {pc_i, inst_i};
                    v0_r <= v_i;
                end
            end
        end
    end
endmodule
```
`design/flow/run.sh`:
```
#!/bin/bash
# OpenROAD 26Q1-2900-gdf79404cd8, Yosys 0.63+post, stock flow scripts
make -C /OpenROAD-flow-scripts/flow DESIGN_CONFIG=/design/flow/config.mk WORK_HOME=/design/flow/orfs finish
```
==> out/qor.yml <==
grt_max_degree: 60
fin_skew_ns: 0.00482
worstSetupPathType: "in -> out"
placed_area_um2: 5600
dr.pass1.iters: 2
setup_viol: 0
detail_route.wirelength_um: 8240
slowest_delay_ns: 0.49
drt.antenna.violating_nets: 0
cts_buffer_depth: 2
relSlewSlack_pct: 46.2
cts.repair.resized: 0
cts_hold_buf: 0
grt_pass1_vias: 2697
worstPathRequired_ns: 9.60
arrival_ns: 3.73
async_reset_ff_share_pct: 100
vias_per_cell: 4.91
layout-drive-gt1-share_pct: 39.5
die_area_um2: 11700
insertedDiodeCount: 0
dieWidth_um: 108
clkTransAtPathRegs_ns: 0.06
ys_area_um2: 4520
drtIter0Drc: 48
p_per_area_nw_per_um2: 185
ys_types: 16
cts.sinks: 98
post_drt_wl_per_cell_um: 16.0
synth-main-ff-cell: "dfrtp_1"
utilization_pct: 54.0
syn_to_final_growth_pct: 30.7
tool_warnings: 26
postCtsSetupBuffers: 0
numSynthFlops: 98
fmax_ghz: 0.163
cpMaxStageDelayCell: "clkdlybuf4s50_1"
leakagePower_nw: 2.58
internal-power_w: 0.000846
num_rows: 38
fp_util_pct: 41.3
drc_errors: 0
status: "complete, no violations"
die_h_um: 108
final_max_slew_viol_count: 0
start_kind: "input port"
dp_hpwl_um: 5230
root_buffer: "clkbuf_16"
final_cell_mix: "clkdlybuf4s50_1 (101), dfrtp_1 (98), mux2_2 (76)"
cts_made_buffers: 9
tns_ns: 0
vias: 2528
sequentialPowerShare_pct: 45.9
io_pins: 103
grt.overflow.total: 0
grt_usage_pct: 15.6
switching_share_pct: 22.4
power_w: 0.00109
end_kind: "primary output"
antenna_found_initial: 0
ys_cells: 270
worst_path_most_repeated_cell: "clkdlybuf4s50_1"
path_cells: "clkdlybuf4s50_1, nand2_1, inv_1, ha_1, clkdlybuf4s50_1"
edf_count: 0
core_um2: 10900
numPortBuffers: 102
place.gp.congestion: 0.702
peakVddDrop_mv: 0.119
cts_tree: "yes"
clockPowerShare_pct: 26.9
nFillCells: 932
htree_levels: 3
ys_seq_share_pct: 54.3
finalHoldViolations: 0
combPwrFrac_pct: 27.1
grt_pass1_wl_um: 13600
path_max_fanout: 4
rsz0062_at_grt: "no"
p_sw_w: 0.000245
syn_area_um2: 4520
synthCells: 270
min_path_type: "reg -> reg"
cap_violations: 0
fin_crit_ns: 6.13
clock.latency.late_pin_ns: 0.33
final_area_um2: 5900
synth.avg_cell_area_um2: 16.7
worst_pin_slew_ns: 0.805
area_leaders: "dfrtp_1 (54%), mux2_2 (19%), mux2_4 (17%)"
yosysTopAreaCell: "dfrtp_1"
yosysTopAreaCellShare_pct: 54.3
finalCritPeriodShare_pct: 51.1
path_buffers: 3
final_common_cell: "clkdlybuf4s50_1"
critical-path-top-delay-family: "buffers and inverters"
ys_warn_count: 0
## per-layer routing
layer,track usage (%),vias up,part of all wire [%]
met4,1.93,0,1.6
li1,-,1169,-
met5,0,-,0
met3,3.07,9,4.5
met1,22.6,1296,44
met2,26.0,54,50
## flip-flops by register name, indices dropped and copies added (netlist names)
| signal | flops |
|---|---|
| data0_r | 48 |
| data1_r | 48 |
| v0_r | 1 |
| v_o | 1 |
## logic make-up (layout without fill, tap and decap cells)
kind of cell	Yosys count	in the layout	synth area share, %
and+or+nand+nor	4	4	0.388
buffers and inverters	19	124	3.88
muxes	145	145	40.3
adders and majority gates	2	2	0.554
DFF	98	98	54.3
AOI/OAI and AO/OA	2	2	0.609
## cells in the mapped netlist, types with 2 or more instances
cell,instances
dfrtp_1,98
mux2_2,76
mux2_1,18
buf_2,2
inv_1,3
buf_6,9
nor2_1,2
buf_4,3
mux2_4,50
ha_1,2
buf_8,2
## metrics by stage
step                std cells  worst slack (ns)  hold slack, ns
floorplan                 270              6.87           0.454
global placement          500              5.85           0.481
detailed placement        500              5.85           0.488
CTS                       515              5.85           0.504
global route              515              5.78           0.516
finish                    515              5.87           0.500
## layout make-up
class                           count  area [um^2]  area share (%)
Sequential cell                    98         2450            41.6
Tap cell                          140          175            2.97
Clock buffer                       13          270            4.58
Timing Repair Buffer              106         1050            17.8
Multi-Input combinational cell    153         1910            32.4
Inverter                            3         11.3           0.191
Clock inverter                      2         35.0           0.594
## path summary, 6_finish.rpt
| path | from | endpoint | slack (ns) | depth (start not counted) |
|---|---|---|---|---|
| setup / recovery | stall_i | stall_o | 5.87 | 5 |
| hold / removal | data0_r[43] | data0_r[43] | 0.50 | 1 |
| setup reg to reg | v_o | data1_r[24] | 9.39 | 5 |
| hold reg to reg | data0_r[43] | data0_r[43] | 0.50 | 1 |
| max in group asynchronous | reset | data0_r[4] | 8.82 | 2 |
| min in group asynchronous | reset | data0_r[42] | 2.14 | 1 |
## power by group through the flow
stage	registers (W)	clock network [W]	logic (W)
after CTS	0.000502	0.000306	0.000303
after global routing	0.000517	0.000316	0.000325
final	0.000501	0.000294	0.000296
Power and IR drop assume default switching activity.
